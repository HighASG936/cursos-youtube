===== /design/flow/config.mk =====
export PLATFORM = sky130hd
export DESIGN_NAME = clk_source
export DESIGN_NICKNAME = clk_source
export VERILOG_FILES = /design/flow/design.v
export SDC_FILE = /design/flow/constraint.sdc
export NUM_CORES = 4
export LEC_CHECK = 1
export CORE_AREA = 10 10 94 94
export DIE_AREA = 0 0 104 104

===== /design/flow/constraint.sdc =====
current_design clk_source

set clk_period 1.4
set clk_io_pct 0.2

create_clock -name clk0 -period $clk_period [get_ports {clk_in}]

set non_clock_inputs [all_inputs -no_clocks]
set_input_delay [expr $clk_period * $clk_io_pct] -clock clk0 $non_clock_inputs
set_output_delay [expr $clk_period * $clk_io_pct] -clock clk0 [all_outputs]

===== /design/flow/design.v =====
`timescale 1ns / 1ps
module clk_source #(FREQ = 50_000_000) (
    input clk_in,
    input rst,
    output reg clk_out
    );
localparam freq_in = 50_000_000;
localparam max_counter = freq_in/(FREQ*2);
reg [24:0] counter = 0;
always @(posedge clk_in) begin
	if(~rst) begin
		if (counter <= max_counter) begin
			counter <= counter + 1;
		end else begin
			counter <= 0;
			clk_out <= ~clk_out;
		end
	end else begin
		clk_out <= 1'b0;
	end
end
endmodule

===== /design/flow/run.sh =====
#!/bin/bash
# OpenROAD 26Q1-2900-gdf79404cd8, Yosys 0.63+post, stock flow scripts
make -C /OpenROAD-flow-scripts/flow DESIGN_CONFIG=/design/flow/config.mk WORK_HOME=/design/flow/orfs finish

==> results.py <==
# Flow results
metrics = {
    "floorplan": {
        "fp.dieH_um": 104,
        "ioPinCount": 3,
        "die_w_um": 104,
        "rows": 30,
        "die_area_um2": 10820,
        "fp_util_pct": 13.53,
        "coreArea_um2": 6832,
    },
    "placement": {
        "place.gp.congestion": 0.7010,
        "io_buffers": 2,
        "dp.cells": 174,
        "hpwl_um": 675.7,
    },
    "sta": {
        "hold_viol": 0,
        "hold_slack_ns": 0.5537,
        "max_freq_mhz": 681.8,
        "skew_ns": 0.003485,
        "finalMaxSlewViolations": 0,
        "finalCritPeriodShare_pct": 104.8,
        "setup_total_negative_slack_ns": -0.1818,
        "rsz0062_at_grt": "true",
        "setup_viol": 3,
        "period_minus_slack_ns": 1.467,
        "fin_ws_ns": -0.06670,
    },
    "flow_run": {
        "log.warning_count": 28,
        "drv_cap": 0,
    },
    "critical_path": {
        "crit_arrival_ns": 1.59,
        "start_kind": "register",
        "cp-end-kind": "register",
        "critical_path_class": "register to register",
        "path_max_fanout": 3,
        "cp.required_ns": 1.52,
    },
    "routing": {
        "routed_wl_um": 957,
        "ant_nets": 0,
        "first_pass_iters": 2,
        "wl_per_cell_um": 5.376,
        "drc": 0,
        "vias_per_cell": 2.393,
        "route.vias.total": 426,
        "antennaDiodeCount": 0,
        "first_iter_violations": 6,
    },
    "synth": {
        "synth-edff-count": 25,
        "ys_ff": 26,
        "post_synth.cell_area_avg_um2": 18.87,
        "synth_warnings": 1,
        "syn_area_um2": 924.6,
        "synth_cells": 49,
        "ys.flop_type": "edfxtp_1",
        "yosysCellCount": 49,
        "yosys_area_um2": 924.6,
        "synth.distinct_cells": 16,
        "ys_seq_share_pct": 83.36,
        "async_reset_ff_share_pct": 0,
    },
    "pwr": {
        "ir_drop_mv": 0.7275,
        "p_leak_nw": 0.4469,
        "finalPower_mw": 1.387,
        "powerDensity_nw_per_um2": 1100,
    },
    "clock_network": {
        "htreeDepth": 1,
        "insertion_delay_ns": 0.26,
        "cts_buffers": 3,
        "cts_sinks": 26,
        "cts-root-buf": "clkbuf_8",
        "tritoncts": "yes",
        "clockBufferDepth": 2,
        "clk_pin_slew_ns": 0.08,
        "holdBufCountCts": 0,
    },
    "min_path": {
        "hold_class": "register to register",
    },
    "global_route": {
        "overflow": 0,
        "antenna_found_initial": 0,
        "grt_pass1_vias": 458,
        "grt_usage_pct": 1.938,
        "grt_pass1_wl_mm": 1.876,
        "grt_max_degree": 18,
    },
    "final_layout": {
        "utilization_pct": 18.46,
        "finalNonFillerCells": 178,
        "nFillCells": 768,
        "area_growth_pct": 36.40,
        "final_common_cell": "edfxtp_1",
        "drive_above_1_share_pct": 19.51,
        "lay_top_cells": "25 x edfxtp_1, 22 x conb_1, 5 x nor4_1, 5 x buf_4, 4 x inv_1",
    },
    "outcome": {
        "status": "finished, violations left",
        "violations": "negative setup slack",
    },
}
==> logic make-up (layout without fill, tap and decap cells) <==
kind of cell               Yosys count  count (layout)  synth area share (%)
AOI/OAI and AO/OA                    1               1                0.5408
xor gates and xnor gates             1               1                0.9474
adders and majority gates            2               2                 2.706
buffers and inverters                4              16                 1.623
DFF                                 26              26                 83.36
other                                1              22                0.4056
and+or+nand+nor                     14              14                 10.42
==> registers in the layout, summed over array words and instances, names as in the netlist <==
| signal | count |
|---|---|
| clk_out | 1 |
| counter | 25 |
==> per-layer routing <==
layer	GRT usage, %	wire [um]	share of wire (%)	vias up
li1	-	-	-	229
met1	2.838	467	49	193
met2	2.793	454	47	4
met3	0.6266	34	3.6	0
met4	0.2982	0	0	0
met5	0	0	0	-
==> final timing paths <==
check	startpoint	end	slack (ns)	cells past startpoint
min	clk_out$_SDFFE_PP0N_	clk_out$_SDFFE_PP0N_	0.55	2
min reg2reg	clk_out$_SDFFE_PP0N_	clk_out$_SDFFE_PP0N_	0.55	2
max reg2reg	counter[0]$_SDFFCE_PN0N_	counter[1]$_SDFFCE_PN0N_	-0.07	6
max	counter[0]$_SDFFCE_PN0N_	counter[1]$_SDFFCE_PN0N_	-0.07	6
==> repair_timing <==
| item | CTS | global route |
|---|---|---|
| setup buffers | 0 | 0 |
| endpoints found under the setup margin | 5 | 4 |
| resized | 3 | 1 |
| pin swaps | 2 | 0 |
==> through the flow <==
stage	instance area, um2	worst slack, ns
final	1261	-0.06670
after global routing	1261	-0.2159
after CTS	1259	-0.08457
after detailed placement	1201	-0.08663
after global placement	1201	-0.1250
after floorplan	1003	0.01909
==> power breakdown <==
group          total (mW)  switching [mW]  leakage [nW]  internal (mW)
combinational      0.0583          0.0294         0.169         0.0289
sequential          0.933          0.0183         0.255          0.914
clock               0.396           0.201        0.0231          0.195
==> worst max-delay path: stages, from the launching register on <==
cell and delay (ns):
edfxtp_1 0.39, inv_1 0.07, ha_2 0.16, nor4b_4 0.18
nand4_1 0.17, or2_4 0.29, nor2_1 0.08
==> layout make-up <==
type | count | area [um2] | area share (%)
Sequential cell | 26 | 772.0 | 61.21
Multi-Input combinational cell | 40 | 231.5 | 18.35
Tap cell | 96 | 120.1 | 9.524
Timing Repair Buffer | 8 | 77.57 | 6.151
Clock buffer | 3 | 41.29 | 3.274
Inverter | 4 | 15.01 | 1.190
Clock inverter | 1 | 3.754 | 0.2976
==> synthesized netlist by cell type (2+ instances only) <==
library cell	number	area, um2
edfxtp_1	25	750.7
ha_1	2	25.02
inv_1	4	15.01
nor4_1	5	31.28
nor2_1	2	7.510
Power figures rest on the tool's default switching activity, not on a simulated workload.
